==> config.mk <==
export PLATFORM = sky130hd
export DESIGN_NAME = topModule
export DESIGN_NICKNAME = topModule
export VERILOG_FILES = /design/flow/design.v
export SDC_FILE = /design/flow/constraint.sdc
export NUM_CORES = 4
export LEC_CHECK = 1
export CORE_AREA = 10 10 70 70
export DIE_AREA = 0 0 80 80
==> constraint.sdc <==
current_design topModule

set clk_period 2.3
set clk_io_pct 0.2

create_clock -name clk0 -period $clk_period [get_ports {clk}]

set non_clock_inputs [all_inputs -no_clocks]
set_input_delay [expr $clk_period * $clk_io_pct] -clock clk0 $non_clock_inputs
set_output_delay [expr $clk_period * $clk_io_pct] -clock clk0 [all_outputs]
==> design.v <==
`timescale 1ns / 1ps
module dff(ns, clk, clrn, q );
    input [2:0] ns;
    input clk, clrn;
    output reg [2:0] q;
    always @(posedge clk) begin
        if (clrn==0) begin  
            q=3'b000;
            end
        else begin
            q=ns;
            end
    end
endmodule
`timescale 1ns / 1ps
module ledOutput(
    q,
    display,
    );
    input [2:0]q;
    output reg [6:0] display;
always @(q)
begin
case(q)
4'b000:display=7'b1111110;
4'b001:display=7'b0110000;
4'b010:display=7'b1101101;
4'b011:display=7'b1111001;
4'b100:display=7'b0110011;
3'b101:display=7'b1011011;
endcase
end
endmodule
`timescale 1ns / 1ps
module topModule(
    clk,
    clrn,
    upDown,
    q,
    display
     );
input clrn,upDown,clk;
output [2:0] q;
output [6:0] display;
wire [2:0] nextState;
dff df(.ns(nextState),.clk(clk), .clrn(clrn), .q(q) );
ledOutput lo(.q(q), .display(display));
upDownCounter ud(.ns(nextState), .q(q), .upDown(upDown));
endmodule
`timescale 1ns / 1ps
module upDownCounter(
    q,
    upDown,  
    ns
    );
    input  upDown;
    input [2:0] q;
    output reg [2:0] ns;
    always @(*)
    begin
                    if (upDown == 1)
                        if (q ==5)
                            ns <= 0;
                        else
                            ns <= q +1;   
                   else 
                        if (q == 0)
                            ns <=5;
                        else
                            ns <=q-1;  
      end
endmodule
==> run.sh <==
#!/bin/bash
# OpenROAD 26Q1-2900-gdf79404cd8, Yosys 0.63+post, stock flow scripts
make -C /OpenROAD-flow-scripts/flow DESIGN_CONFIG=/design/flow/config.mk WORK_HOME=/design/flow/orfs finish
==> qor.json <==
{
  "job": {
    "drv.max_cap_violation_count": 0,
    "warnings": 25
  },
  "finish": {
    "final-instance-count-excl-fill": 101,
    "area.growth.synth_to_final_pct": 42.8,
    "final_layout_size_suffix_gt1_share_pct": 10.9
  },
  "placement": {
    "place.port_buffers": 12,
    "gp_congestion": 0.618,
    "dp_cell_count": 97,
    "hpwl_um": 689
  },
  "yosys": {
    "ys.flop_type": "sky130_fd_sc_hd__dlxtn_1",
    "postSynthRegisterBits": 9,
    "synth_area_leader_cell": "sky130_fd_sc_hd__dlxtn_1",
    "edff_count_synth": 0,
    "yosysChipArea_um2": 374,
    "netlist-cell-type-count": 24,
    "ys_cells": 43,
    "top_cell_area_share_pct": 24.1,
    "syn_area_um2": 374,
    "synthTopCellsByCount": "9 x sky130_fd_sc_hd__nor2_1, 6 x sky130_fd_sc_hd__dlxtn_1, 3 x sky130_fd_sc_hd__dfxtp_1, 3 x sky130_fd_sc_hd__nand2_1",
    "synth.area.top_cells": "sky130_fd_sc_hd__dlxtn_1 24%, sky130_fd_sc_hd__dfxtp_1 16%, sky130_fd_sc_hd__nor2_1 9.0%, sky130_fd_sc_hd__buf_12 5.4%, sky130_fd_sc_hd__nor2b_4 3.7%",
    "average_cell_area_after_synthesis_um2": 8.70,
    "post_synth_inst_count": 43,
    "async_flop_share_pct": 0,
    "yosysMostFrequentCell": "sky130_fd_sc_hd__nor2_1",
    "synth_warnings": 3
  },
  "power_and_ir_drop": {
    "leakagePower_nw": 0.215,
    "vdd_drop_max_uv": 140,
    "power_density_nw_per_um2": 442
  },
  "detailed_routing": {
    "via_count": 332,
    "final_antenna_net_count": 0,
    "drc": 0,
    "antenna_cells_inserted": 0,
    "detail_route.wirelength_um": 884,
    "post_drt_wl_per_cell_um": 8.75,
    "drtIter0Drc": 84,
    "drtPass1Iterations": 4,
    "drt-vias-per-instance": 3.29
  },
  "cts": {
    "postCtsSetupRepairBufs": 0,
    "cts.path.max_buffers": 2,
    "post_cts_resized": 0,
    "cts_hold_buffers": 0,
    "tritoncts": "done",
    "clkTransAtPathRegs_ns": 0.04,
    "cts-buffers-inserted": 3,
    "htree_num_levels": 1,
    "cts_root_buffer": "sky130_fd_sc_hd__clkbuf_4",
    "clock.latency.late_pin_ns": 0.23
  },
  "sta": {
    "max-slew-margin-rel_pct": 65.8,
    "fmax_mhz": 567,
    "untimed_endpoints": 13,
    "timing_worst_slew_pin_value_ns": 0.512,
    "final-hold-violation-count": 0,
    "min_tclk_post_route_ns": 1.76,
    "timing.final.crit_share_pct": 76.6,
    "count_of_unclocked_register_or_latch_pins": 6,
    "tns_ns": 0,
    "skew_ns": 0.00131,
    "final_count_of_pins_violating_max_slew": 0,
    "grt_setup_unrepaired": "no",
    "setup_viols_final": 0
  },
  "worst_setup_path": {
    "critical_path_peak_fanout": 11,
    "crit_chain": "clkdlybuf4s50_1",
    "setup.worst_path.start_class": "register",
    "crit_slowest_cell": "sky130_fd_sc_hd__clkdlybuf4s50_1",
    "crit_family": "buffers and inverters",
    "worst_setup_path_end_kind": "output pin",
    "worstPathRequired_ns": 1.84,
    "cp.arrival_ns": 1.30,
    "ff2ff_path_depth": 5,
    "timing.critical_path.depth": 1,
    "crit_type": "reg -> out",
    "cp_slowest_stage_delay_ns": 0.55,
    "cp.buffers_inverters": 1
  },
  "hold_path": {
    "min_path_cells": 1,
    "hp-class": "reg -> reg"
  },
  "floorplan": {
    "chip_area_um2": 6400,
    "coreArea_um2": 3420,
    "floorplan.io_pins": 13,
    "chipWidth_um": 80,
    "die_ht_um": 80,
    "rows": 21,
    "initial_util_pct": 11.0
  },
  "grt": {
    "grtUsageTotal_pct": 2.65,
    "grt_antenna_before_repair": 0,
    "grt_max_degree": 13,
    "global_route_wire_length_before_repair_mm": 1.45,
    "grt_remaining_overflow": 0,
    "first_global_vias": 338
  },
  "status": {
    "run_status": "finished clean"
  }
}
sequential cells by signal, summed over array words and instances, names as in the netlist:
name and count:
lo.display 6, df.q 3
path summary, 6_finish.rpt:
path / endpoint / start / slack (ns)
setup reg to reg: df.q[2] / df.q[1] / 0.95
setup / recovery: q[0] / df.q[0] / 0.54
hold reg to reg: df.q[0] / df.q[0] / 0.68
hold / removal: df.q[0] / df.q[0] / 0.68
logic make-up after synthesis:
family | synth area share [%]
AND/OR/NAND/NOR | 27.8
buffers and inverters | 13.7
flip-flops | 16.1
XOR/XNOR | 2.34
AND-OR/OR-AND | 10.0
adder cells (fa/ha/maj) | 6.02
latches | 24.1
per-stage QoR:
stage | total power, mW | hold slack [ns] | area, um^2 | util (%) | worst slack [ns]
floorplan | 0.131 | 0.545 | 374 | - | 1.11
global route | 0.255 | 0.711 | 534 | 15.6 | 0.470
detailed placement | 0.145 | 0.669 | 508 | 14.9 | 0.653
finish | 0.236 | 0.683 | 534 | 15.6 | 0.538
global placement | 0.143 | 0.647 | 508 | 14.9 | 0.692
CTS | 0.239 | 0.681 | 534 | 15.6 | 0.518
cells in the final DEF, fill, tap and decap left out, drive strengths merged:
cell and count:
a211o 1, a211oi 1, a221o 1, and2 1
and2b 1, and3 1, clkbuf 4, clkdlybuf4s50 12
dfxtp 3, dlxtn 6, ha 1, inv 2
maj3 1, nand2 3, nand3 2, nor2 9
nor2b 1, nor3 1, nor3b 1, o21ai 1
o22ai 1, xnor2 1
layout make-up:
type / count / area, um^2
fillers: 384 / 2880
flip-flops and latches: 9 / 150
repair buffers: 12 / 120
well taps: 46 / 57.6
inverters: 2 / 7.51
multi-input cells: 28 / 173
clock buffers: 4 / 26.3
metal layers:
layer / GRT usage (%) / wire length, um
met5: 0 / 0
met4: 0.704 / 8
met3: 0.568 / 62
met2: 4.65 / 456
met1: 3.17 / 356
report_power, final:
| part | internal (mW) | total (mW) | switching, mW |
|---|---|---|---|
| Clock | 0.0650 | 0.0929 | 0.0278 |
| Sequential | 0.0671 | 0.0824 | 0.0153 |
| Combinational | 0.0363 | 0.0610 | 0.0247 |
| Total | 0.168 | 0.236 | 0.0678 |
Power figures rest on the tool's default switching activity, not on a simulated workload.
